==> design.v <==
module ALU(
    input [15:0] A,
    input [15:0] B,
    input [3:0] opcode,
    output reg [15:0] result,
    output reg N,
    output reg Z
);
    always @(*) begin
        case(opcode)
            4'b0001: result = A + B;           
            4'b0010: result = A - B;           
            4'b0100: result = A * B;           
            4'b0101: result = A / B;           
            4'b0110: begin                     
                result = A - B;
                N = (result < 0) ? 1 : 0;
                Z = (result == 0) ? 1 : 0;
            end
            default: result = 16'b0;
        endcase
    end
endmodule
module Execute(
    input [3:0] opcode,
    input [11:0] operand,
    input [15:0] read_data1,
    input [15:0] read_data2,
    output reg [15:0] result,
    output reg N,
    output reg Z
);
    wire [15:0] alu_result;
    wire alu_N, alu_Z;
    ALU alu(
        .A(read_data1),
        .B(read_data2),
        .opcode(opcode),
        .result(alu_result),
        .N(alu_N),
        .Z(alu_Z)
    );
    always @(*) begin
        case(opcode)
            4'b0000: result = {4'b0, operand};  
            4'b0111: result = {4'b0, operand};  
            default: begin
                result = alu_result;
                N = alu_N;
                Z = alu_Z;
            end
        endcase
    end
endmodule
==> run.sh <==
#!/bin/bash
# OpenROAD 26Q1-2900-gdf79404cd8, Yosys 0.63+post, stock flow scripts
make -C /OpenROAD-flow-scripts/flow DESIGN_CONFIG=/design/flow/config.mk WORK_HOME=/design/flow/orfs finish
==> config.mk <==
export PLATFORM = sky130hd
export DESIGN_NAME = Execute
export DESIGN_NICKNAME = Execute
export VERILOG_FILES = /design/flow/design.v
export SDC_FILE = /design/flow/constraint.sdc
export NUM_CORES = 4
export LEC_CHECK = 1
export CORE_UTILIZATION = 30
==> constraint.sdc <==
current_design Execute

set clk_period 87.5
set clk_io_pct 0.2

create_clock -name clk0 -period $clk_period

set non_clock_inputs [all_inputs -no_clocks]
set_input_delay [expr $clk_period * $clk_io_pct] -clock clk0 $non_clock_inputs
set_output_delay [expr $clk_period * $clk_io_pct] -clock clk0 [all_outputs]
==> summary.txt <==
Cell Type Count: 94
worst min-delay path class: input pin to primary output
critical path class: input pin to primary output
Site Rows: 75
total power: 0.222 mW
# DRC: 0
final setup TNS: 0 ns
Resize count post-CTS: 0
I/O pins: 66
largest net degree at the start of global routing: 23
RSZ-0062 raised after global routing: false
Post-synth EDFFs: 0
Mapped Area: 12800 sq um
CP Buf/Inv Count: 8
fin crit period: 65.74 ns
Yosys Chip Area: 12800 sq um
DP HPWL: 36700 um
Data arrival, critical path: 48.24 ns
register pins left without a clock: 2
number of port buffers: 65
synth cell count leaders: 218 x ha_1, 166 x nand2_1, 165 x inv_1, 156 x nor2_1, 99 x a21oi_1
f_max: 15.2 MHz
Max-area cell share: 21.4%
Crit. End Element: primary output
# Cells Yosys: 1717
worst path required time: 70.00 ns
die area: 43300 sq um
Setup Buffers After CTS: 0
Post-Syn Instances: 1717
most used cell, CP: ha_1
WL final: 46400 um
initial antenna violation count: 1
Post-DRT Antenna Nets: 0
Die H: 208 um
total tool warning count: 51
startpoint types: input pin
max-cap viol count: 0
Congestion Overflow GR: 0
largest stage delay on the critical path: 0.69 ns
Post-synth top flop: dlxtn_1
fp util: 30.4%
Max-slew headroom: 42.4%
run status: complete, no violations
area leader, netlist: ha_1
layout cells sized above 1: 7.45%
Finished Core Util: 33.8%
Worst path slowest cell: or4_4
Post-synth area hogs: ha_1 21%, fa_1 13%, xnor2_1 5.6%
hold_buf cts: 0
CP delay by family, top: AND-OR/OR-AND gates
Iteration-0 DRC Markers: 874
DIE WIDTH: 208 um
GRT Total Usage: 22.0%
GP Congestion: 1.02
Post-synth ARST share: 0%
Power Dens Cells: 15.7 nW/um^2
Core Region: 41900 sq um
critical path peak fanout: 22
Vias: 12890
Flops after synth: 2
wire per inst: 20.2 um
Peak VDD IR: 26.0 uV
first-pass GRT wire length: 72500 um
Slew @ Worst Pin: 0.861 ns
vias in the first global route: 12527
average vias per placed instance: 5.61
Final Slew Violations: 0
Final Hold Fails: 0
first drt pass iteration count: 5
# fillers: 4339
final setup fails: 0
Area Overhead vs Synth: 11.0%
fin crit share: 75.1%
leakage: 6.39 nW
endpoints left unconstrained: 3
syn_area_per_cell: 7.43 sq um
Synth top cell by count: ha_1
Yosys warning count: 2
## path summary, 6_finish.rpt
| check | start | endpoint | slack, ns | cells past startpoint |
|---|---|---|---|---|
| setup / recovery | read_data2[13] | result[0] | 21.76 | 122 |
| hold / removal | operand[1] | result[1] | 35.99 | 4 |
## where the power goes
part           internal (mW)  leakage (nW)  switching [mW]     total (mW)
registers          0.0000217        0.0152    0.0000000250      0.0000217
logic                 0.0951          6.38           0.127          0.222
clock network  0.00000000153    0.00000634               0  0.00000000154
total                 0.0951          6.39           0.127          0.222
## sequential cells by signal, indices dropped and copies added (netlist names)
register  count
Z             1
alu.Z         1
## per-stage QoR
stage	hold slack, ns	std cells	instance area, sq um	setup slack [ns]
finish	35.99	2298	14200	21.76
global route	36.03	2298	14200	19.23
CTS	36.02	2297	14200	22.24
detailed placement	36.01	2297	14200	22.32
global placement	36.02	2297	14200	23.12
floorplan	35.06	1717	12800	27.38
## cell usage in the layout, fill, tap and decap left out, drive strengths merged, types with 12 or more instances in the layout
master and instances:
fa 82, a21oi 100, a21o 40, ha 218
a31oi 17, buf 42, inv 165, o211ai 21
xnor2 81, or2 19, nor2 157, or3 18
nand3 27, and2 30, nand2 166, o21a 30
o21ai 89, mux2 23, a221oi 15, nor3 49
clkdlybuf4s50 65, nor2b 20, nand2b 22, mux2i 13
a211oi 12, xor2 49
## cells by family after synthesis
kind of cell	count (synthesis)	share of synthesized area, %
simple gates	555	21.0
compound gates	460	25.5
fa+ha+maj	300	34.3
buf+inv	233	6.98
xor+xnor	130	8.93
mux	36	3.05
latches	2	0.235
other cells	1	0.0294
## layout make-up
class                   instances  area [sq um]  share of cell area [%]
multi-input cells            1482         11900                    83.8
repair buffers                107           966                    6.82
well taps                     539           674                    4.76
inverters                     167           627                    4.43
flip-flops and latches          2          30.0                   0.212
diodes                          1          2.50                  0.0177
## layer usage
| layer | GRT usage, % | vias up | wire length, um |
|---|---|---|---|
| li1 | - | 6208 | - |
| met1 | 30.2 | 6041 | 19800 |
| met2 | 34.6 | 528 | 20500 |
| met3 | 4.93 | 113 | 4170 |
| met4 | 7.15 | 0 | 1950 |
| met5 | 0.556 | - | 0 |
Power figures rest on the tool's default switching activity, not on a simulated workload.
