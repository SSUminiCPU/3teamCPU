<file path="design/flow/config.mk">
export PLATFORM = sky130hd
export DESIGN_NAME = RegisterFile
export DESIGN_NICKNAME = RegisterFile
export VERILOG_FILES = /design/flow/design.v
export SDC_FILE = /design/flow/constraint.sdc
export NUM_CORES = 4
export LEC_CHECK = 1
export CORE_UTILIZATION = 40
</file>
<file path="design/flow/constraint.sdc">
current_design RegisterFile

set clk_period 6.6
set clk_io_pct 0.2

create_clock -name clk0 -period $clk_period [get_ports {clk}]

set non_clock_inputs [all_inputs -no_clocks]
set_input_delay [expr $clk_period * $clk_io_pct] -clock clk0 $non_clock_inputs
set_output_delay [expr $clk_period * $clk_io_pct] -clock clk0 [all_outputs]
</file>
<file path="design/flow/design.v">
module RegisterFile(
    input clk,
    input reset,
    input write_enable,
    input [3:0] read_addr1,
    input [3:0] read_addr2,
    input [3:0] write_addr,
    input [15:0] write_data,
    output reg [15:0] read_data1,
    output reg [15:0] read_data2
);
    reg [15:0] registers [0:12];   
    integer i;
    always @(posedge clk or posedge reset) begin
        if (reset) begin
            for (i = 0; i < 13; i = i + 1) begin
                registers[i] <= 16'b0;
            end
        end else if (write_enable) begin
            registers[write_addr] <= write_data;
        end
    end
    always @(*) begin
        read_data1 = registers[read_addr1];
        read_data2 = registers[read_addr2];
    end
endmodule
</file>
<file path="design/flow/run.sh">
#!/bin/bash
# OpenROAD 26Q1-2900-gdf79404cd8, Yosys 0.63+post, stock flow scripts
make -C /OpenROAD-flow-scripts/flow DESIGN_CONFIG=/design/flow/config.mk WORK_HOME=/design/flow/orfs finish
</file>
==> flow_summary.yaml <==
# implementation run metrics
cells_and_area:
  drive_gt1_share_pct: 29.85
  largest_reg_flops: 208
  final_cell_mix: "221 x mux2_2, 208 x dfrtp_1, 55 x clkdlybuf4s50_1, 54 x nor2_1, 54 x nand2_1"
  layout.cells.non_filler: 1495
  layout.cells.most_common: "mux2_2"
  design_area_um2: 13440
  area_delta_synth_final_pct: 14.70
  largestRegisters: "registers x208"
  largest_register: "registers"
min_path:
  holdCritPathClass: "reg2reg"
  hold_start: "registers[6][6]$_DFFE_PP0P_"
placed_design:
  gp_congestion: 0.9737
  post-dp-hpwl_mm: 26.47
  portBuffers: 62
  placed_area_um2: 12640
  post-place-cells: 1453
worst_setup_path:
  arrival_ns: 4.03
  required_ns: 5.28
  critPathKind: "in2out"
  end_kind: "primary output"
  start_kind: "primary input"
  reg2reg_from: "registers[1][14]$_DFFE_PP0P_"
  r2r_slack_ns: 5.76
  crit_start: "read_addr1[3]"
  path_max_fanout: 29
power:
  power_density_nw_per_um2: 304.1
  p_total_mw: 4.086
  p_leak_nw: 5.565
  max-vdd-ir-drop_v: 0.0002032
global_routing:
  grt_usage_pct: 29.34
  grt_max_degree: 124
  grt_pass1_wl_mm: 62.90
  grt_pass1_vias: 9535
  antenna_found_initial: 2
  grt.overflow.total: 0
timing:
  setup_viol: 0
  fin_crit_sh_pct: 81.05
  tightest_slew_ns: 1.069
  slew_violations: 0
  rsz0062_at_grt: "false"
  slew_headroom_pct: 28.61
  fin_crit_ns: 5.349
  fmax_ghz: 0.1869
  skew_ns: 0
  hold_viol_final: 0
  tns_ns: 0
clocking:
  h-tree-depth: 1
  root_buffer: "clkbuf_16"
  cts_resized: 0
  cts_tree: "built"
  cts_sinks: 208
  clk_path_buf_depth: 3
  cts_buffers: 24
  ctsHoldBuffers: 0
  post_cts.repair.setup_buffers: 0
  clk_latency_ns: 0.52
  path_clk_slew_ns: 0.06
detailed_routing:
  via_count: 9605
  drc: 0
  drt_first_pass_iters: 5
  drtIter0Drc: 1074
  postRouteAntennaNets: 0
  wire_per_inst_um: 27.83
  drt-total-wl_mm: 41.60
  via_per_inst: 6.425
synthesis:
  ys_chip_area_um2: 11710
  netlist_area_um2: 11710
  async_flop_share_pct: 100.0
  edf_count: 0
  netlist_instances: 1063
  yosysWarnings: 2
  synth.distinct_cells: 66
  avgSynthCellArea_um2: 11.02
  flop_cell: "dfrtp_1"
  ys_ff: 208
  yosys-stat-cells: 1063
  postSynthSeqShare_pct: 44.43
floorplanning:
  fp_util_pct: 40.71
  die-area_um2: 29980
  die_w_um: 173.1
  rows: 62
  io_pins: 63
  die_y_um: 173.1
  design.core.area_um2: 28780
flow_run:
  maxCapViolCount: 0
  warnings: 28
outcome:
  status: "finished, final reports clean"
## routing by layer
layer	wire (um)	share of wire, %	track usage (%)
met1	16820	40	43.00
met2	18020	43	41.89
met3	4479	11	8.569
met4	2280	5.5	12.50
met5	0	0	0
## cells in the mapped netlist, drive strengths merged (5+ instances only)
master   number  share of area, %
mux2        222                21
dfrtp       208                44
buf          71               3.2
nor2         61               2.1
nand2        54               1.7
mux2i        48               4.1
a21oi        47               2.0
o21ai        46               2.0
a22oi        34               2.2
clkbuf       29              0.94
a221oi       27               2.0
nor2b        19               1.0
o22ai        19               1.0
nand3        18              0.77
a22o         14               1.0
nand2b       14              0.75
a31oi        13              0.69
a32oi         8              0.60
inv           8              0.26
nor3          8              0.34
a21o          7              0.45
o32a          7              0.60
o32ai         7              0.52
mux4          6               1.2
o2bb2ai       6              0.45
and3          5              0.31
## kinds of logic after synthesis
family	share of synthesized area (%)
muxes	26.59
and+or+nand+nor	8.053
DFF	44.43
buffers and inverters	4.518
AOI/OAI and AO/OA	16.41
## cell type report
type / instances / area (um2)
antenna: 2 / 5.005
timing repair buffer: 106 / 928.4
clock inverter: 9 / 123.9
inverter: 11 / 45.04
clock buffer: 31 / 668.1
multi-input combinational: 744 / 5981
fill: 2630 / 15340
tap: 384 / 480.5
sequential: 208 / 5205
## worst max-delay path, cell delays in order
cell and delay [ns]:
buf_2 0.28, buf_4 0.45, nor2_2 0.23, a21oi_2 0.53
buf_4 0.34, nor2_1 0.06, a31oi_1 0.26, clkdlybuf4s50_1 0.52
## metrics by stage
step | setup slack [ns] | hold WS [ns] | util, %
global placement | 1.356 | 0.5108 | 43.92
finish | 1.251 | 0.5298 | 46.69
detailed placement | 1.369 | 0.5162 | 43.92
CTS | 1.361 | 0.5291 | 46.67
floorplan | 2.580 | 0.4896 | -
global route | 1.147 | 0.5499 | 46.68
## path summary, 6_finish.rpt
| check | end | depth (start not counted) |
|---|---|---|
| max | read_data1[13] | 8 |
| min | registers[6][6]$_DFFE_PP0P_ | 1 |
| max reg2reg | registers[1][14]$_DFFE_PP0P_ | 1 |
| min reg2reg | registers[6][6]$_DFFE_PP0P_ | 1 |
| max in group asynchronous | registers[9][9]$_DFFE_PP0P_ | 3 |
| min in group asynchronous | registers[3][11]$_DFFE_PP0P_ | 2 |
## report_power, final
part           internal [mW]  switching (mW)  leakage, nW
clock network          0.825           0.529        0.394
logic                  0.493           0.390         2.62
registers               1.58           0.273         2.55
Power and IR drop assume default switching activity.
